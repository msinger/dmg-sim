File: flow/run.sh
#!/bin/bash
# OpenROAD 26Q1-2900-gdf79404cd8, Yosys 0.63+post, stock flow scripts
make -C /OpenROAD-flow-scripts/flow DESIGN_CONFIG=/design/flow/config.mk WORK_HOME=/design/flow/orfs finish
File: flow/config.mk
export PLATFORM = sky130hd
export DESIGN_NAME = mbc1
export DESIGN_NICKNAME = mbc1
export VERILOG_FILES = /design/flow/design.v
export SDC_FILE = /design/flow/constraint.sdc
export NUM_CORES = 4
export LEC_CHECK = 1
export CORE_AREA = 10 10 70 70
export DIE_AREA = 0 0 80 80
File: flow/constraint.sdc
current_design mbc1

set clk_period 1.2
set clk_io_pct 0.2

create_clock -name clk0 -period $clk_period [get_ports {nwr}]

set non_clock_inputs [all_inputs -no_clocks]
set_input_delay [expr $clk_period * $clk_io_pct] -clock clk0 $non_clock_inputs
set_output_delay [expr $clk_period * $clk_io_pct] -clock clk0 [all_outputs]
File: flow/design.v
`default_nettype none
module mbc1(
		input  logic         nrst,
		input  logic [15:13] a,
		input  logic [4:0]   d,
		input  logic         nrd,
		input  logic         nwr,
		input  logic         ncs,
		output logic [18:14] ra,
		output logic [14:13] aa,
		output logic         ncs_rom,
		output logic         ncs_ram,
		output logic         cs_ram
	);
	logic       ena;
	logic [4:0] rom_bank;
	logic [1:0] ram_bank;
	logic       mode;
	always_ff @(posedge nwr, negedge nrst) begin
		if (!nrst) begin
			ena      <= 0;
			rom_bank <= 0;
			ram_bank <= 0;
			mode     <= 0;
		end else unique0 case (a)
			0: ena      <= d[3:0] == 'ha;
			1: rom_bank <= d;
			2: ram_bank <= d[1:0];
			3: mode     <= d[0];
		endcase
	end
	assign ncs_rom = !(!nrst || (!a[15] && !nrd));
	assign ncs_ram = !(ena && !ncs && !a[14]);
	assign cs_ram  = !ncs_ram;
	always_comb priority case (1)
		!nrst, !a[14]: ra = 0;
		!rom_bank:     ra = 1;
		default:       ra = rom_bank;
	endcase
	always_comb priority case (1)
		mode, a[14]: aa = ram_bank;
		default:     aa = 0;
	endcase
endmodule
==> Changelog: implementation <==
## Implementation

* RSZ-0062 raised after global routing: yes
* Clock share of power at 0.241
* Cts hold-fix bufs at 0
* Worst clock skew at 0 ps
* Sw Ratio at 0.239
* Number of enable flip-flop cells at 0
* Total cells reported by yosys after synthesis at 36
* R2r startpoint: rom_bank[2]
* Crit path launch type: flip-flop
* Minimum clock period at 1450 ps
* Chip Height at 80 µm
* Pre-CTS WS at -589 ps
* Clock root buffer: clkbuf_4
* Max_slew headroom at 0.810
* First-pass GRT wire length at 2.44 mm
* CTS Sinks at 9
* Log Warnings at 27
* Pwr per Cell Area at 989 nW/µm²
* Slowest cell delay on critical path at 400 ps
* Grt total ovfl at 0
* Clock-pin slew on the worst setup and hold paths at 60 ps
* Reg power frac at 0.422
* Pleak at 0.000440 µW
* Tightest Pin Transition at 282 ps
* Vias per inst at 3.65
* Cells after synthesis at 36
* Placer congestion estimate at 0.795
* Initial core utilization at 0.136
* Register-to-Register Path Depth at 5
* Highest metal used: met4
* Hold crit path type: in2async
* H-Tree Depth at 1
* Setup ws final at -245 ps
* Clock tree from TritonCTS: built
* Outcome: finished with violations
* CP max FO at 3
* Post-Route M1 WL at 613 µm
* Clk latency late pin at 260 ps
* Largest net degree at the start of global routing at 6
* Cell Int Power at 713 µW
* Chip width at 80 µm
* Buffers on Ports at 21
* Yosys Chip Area at 465 µm²
* # IOs at 22
* DRT Pass-1 Iters at 3
* Antenna viol nets, final at 0
* Post-synth top cells: dfrtp_1, mux2_2, and3_1
* Worst vdd ir at 0.241 mV
* WL met2 at 739 µm
* Worst Path Required at 960 ps
* Initial antenna violation count at 0
* Seq/Total Area, Yosys at 0.484
* Synth warn at 1
* Post-Layout Cell Count at 130
* P&R area growth vs syn at 103%
* Synth top area share at 0.484
* Critical path endpoint category: output port
* Distinct cell type count after synthesis at 15
* Crit path cell chain: nor4_2 > o211a_1 > buf_2
* Remaining DRCs at 0
* Maxcap violations at 0
* DR WL met3 at 149 µm
* Worst r2r dst: rom_bank[2]
* Final hold violations at 0
* Reg2Reg Setup Slack at -20 ps
* Violated checks: setup timing
* Maximum clock path buffer count at 2
* Hold_ws at 0.740 ps
* GRT Util Overall at 0.0478
* Avg Inst Size Synth at 12.9 µm²
* Largest area contributor in the netlist: dfrtp_1
* Top cells by area: dfrtp_1, mux2_2, and3_1, o21a_1, nor3b_4
* Chip area at 6400 µm²
* Mapped Area at 465 µm²
* Max-slew violation count at 0
* Critical path type: reg2out
* Switching Power at 223 µW
* Fmax achieved at 0.692 GHz
* Area of the core at 3420 µm²
* Yosys reg bits at 9
* Layout cells sized above 1 at 0.631
* CP max stage cell: dfrtp_1
* Placed Cells at 112
* Synth async-reset ratio at 1.00
* Comb pwr share at 0.337
* Number of global-route vias before repair at 525
* Final wirelength at 1.52 mm
* Ys flop type: dfrtp_1
* Antenna cells at 0
* Iteration-0 DRC Markers at 22
* Routed via count at 474
* CTS buffer count at 3
* Final setup viols at 5
* Worst EP arrival at 1210 ps
* DR WL/cell at 11.7 µm
* Core Rows at 21
* Cycle use final at 1.20
* HPWL Detailed at 1.14 mm
kinds of logic (layout without fill, tap and decap cells):
group                  Yosys count  in the layout  share of synthesized area
AOI/OAI and AO/OA                4              4                     0.0699
muxes                            9              9                      0.218
DFF                              9              9                      0.484
buffers and inverters            1             49                     0.0161
and+or+nand+nor                 13             13                      0.212
power groups by stage:
stage / combinational, µW / clock, µW / sequential [µW]
CTS: 280 / 237 / 390
global route: 345 / 254 / 402
finish: 316 / 225 / 395
critical path: cells and delay by family, from the launching register on:
kind / cells / cell delay (ps)
flops: 1 / 400
compound gates: 1 / 180
buf+inv: 1 / 90
simple gates: 1 / 280
what timing repair did:
action	CTS	global route
pin swaps	10	6
gates resized	44	8
setup buffers	9	3
setup endpoints to repair	18	7
cloned	2	0
sequential cells by signal, indices dropped and copies added, names as in the netlist:
name      count
rom_bank      5
ram_bank      2
ena           1
mode          1
cell usage in the layout, fill, tap and decap left out, drive strengths merged:
| cell | netlist | final |
|---|---|---|
| nor3 | 1 | 1 |
| dlygate4sd2 | 0 | 6 |
| clkdlybuf4s50 | 0 | 5 |
| o211a | 1 | 1 |
| dfrtp | 9 | 9 |
| nor3b | 2 | 2 |
| nor4bb | 1 | 1 |
| buf | 1 | 31 |
| nor2 | 1 | 1 |
| and2 | 1 | 1 |
| clkbuf | 0 | 6 |
| nand2 | 1 | 1 |
| and3 | 4 | 4 |
| mux2 | 9 | 9 |
| o21a | 3 | 3 |
| nand3b | 1 | 1 |
| nor4 | 1 | 1 |
| clkdlybuf4s15 | 0 | 1 |
per-stage QoR:
step           instance area [µm²]   util  power, µW  setup TNS (ps)
2_1_floorplan                  465      -        469               0
3_3_place_gp                   801  0.234        635           -9490
3_5_place_dp                   801  0.234        640           -9630
4_1_cts                        906  0.265        907            -597
5_1_grt                        947  0.277       1000            -655
6_report                       947  0.277        936            -408
per-layer routing:
metal  global-route usage  up-vias
met1               0.0534      227
met2               0.0787       12
met4              0.00880        0
li1                     -      233
met3               0.0261        2
met5                    0        -
layout make-up:
class	count	area, µm²
Fill cell	361	2470
Timing Repair Buffer	45	368
Multi-Input combinational cell	26	270
Sequential cell	9	225
Tap cell	46	57.6
Clock buffer	4	26.3
worst max-delay path by stage:
stage	start	endpoint	slack, ps	cells after the start
CTS	rom_bank[3]	ra[14]	-270	3
global route	rom_bank[4]	ra[14]	-330	3
finish	rom_bank[4]	ra[14]	-250	3
No activity file was given, so power comes from the tool's default toggle rates.
