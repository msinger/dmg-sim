[flow/run.sh]
#!/bin/bash
# OpenROAD 26Q1-2900-gdf79404cd8, Yosys 0.63+post, stock flow scripts
make -C /OpenROAD-flow-scripts/flow DESIGN_CONFIG=/design/flow/config.mk WORK_HOME=/design/flow/orfs finish
[flow/config.mk]
export PLATFORM = sky130hd
export DESIGN_NAME = mbc5
export DESIGN_NICKNAME = mbc5
export VERILOG_FILES = /design/flow/design.v
export SDC_FILE = /design/flow/constraint.sdc
export NUM_CORES = 4
export LEC_CHECK = 1
export CORE_AREA = 10 10 91 91
export DIE_AREA = 0 0 101 101
[flow/constraint.sdc]
current_design mbc5

set clk_period 1.5
set clk_io_pct 0.2

create_clock -name clk0 -period $clk_period [get_ports {nwr}]

set non_clock_inputs [all_inputs -no_clocks]
set_input_delay [expr $clk_period * $clk_io_pct] -clock clk0 $non_clock_inputs
set_output_delay [expr $clk_period * $clk_io_pct] -clock clk0 [all_outputs]
[flow/design.v]
`default_nettype none
module mbc5(
		input  logic         nrst,
		input  logic [15:12] a,
		input  logic [7:0]   d,
		input  logic         nwr,
		input  logic         ncs,
		output logic [22:14] ra,
		output logic [16:13] aa,
		output logic         ncs_ram
	);
	logic       ena;
	logic [8:0] rom_bank;
	logic [3:0] ram_bank;
	always_ff @(posedge nwr, negedge nrst) begin
		if (!nrst) begin
			ena      <= 0;
			rom_bank <= 0;
			ram_bank <= 0;
		end else unique0 case (a)
			0: ena           <= d[3:0] == 'ha;
			2: rom_bank[7:0] <= d;
			3: rom_bank[8]   <= d[0];
			4: ram_bank      <= d[3:0];
		endcase
	end
	assign ncs_ram = !(ena && !ncs && !a[14]);
	always_comb priority case (1)
		!nrst, !a[14]: ra = 0;
		default:       ra = rom_bank;
	endcase
	always_comb priority case (1)
		a[14]:   aa = ram_bank;
		default: aa = 0;
	endcase
endmodule
==> summary.json <==
{
  "status": "completed",
  "via_count": 554,
  "synth_seq_share_pct": 51.0,
  "cts.path.max_buffers": 2,
  "grt.overflow.total": 0,
  "crit_arrival_ns": 1.06,
  "placement_rows": 29,
  "syn-cell-area_sq_um": 687,
  "worstSetupEndpointType": "output pin",
  "tritoncts": "yes",
  "power.density_cell_area_nw_per_um2": 889,
  "global_route.usage.total_pct": 4.45,
  "synth.distinct_cells": 13,
  "synth.avg_cell_area_sq_um": 13.7,
  "htreeDepth": 1,
  "count_of_synthesis_stage_warnings_from_yosys": 1,
  "port_buffers": 28,
  "warnings": 25,
  "max_slew.worst_pin.slew_ns": 0.352,
  "route.antenna.remaining_nets": 0,
  "max-slew-margin-rel_pct": 76.4,
  "wl_um": 2200,
  "regToRegSetupSlack_ns": 0.64,
  "die_h_um": 101,
  "synthCells": 50,
  "final_common_cell": "dlygate4sd2_1",
  "total_leakage_power_nw": 0.613,
  "floorplan_core_area_sq_um": 6350,
  "setup-violations-final": 0,
  "route.detailed.drc": 0,
  "timing.max_cap.violations": 0,
  "design.portCount": 29,
  "avgRoutedWirePerCell_um": 12.9,
  "finalClockPeriodUsage_pct": 90.5,
  "startpoint_type": "flop",
  "rsz0062_at_grt": "no",
  "ys_chip_area_sq_um": 687,
  "top_cell_area_share_pct": 51.0,
  "topCellsByArea": "dfrtp_1 (51%), mux2_2 (23%), nor4b_4 (6.9%)",
  "initial_utilization_pct": 10.8,
  "detail_route.first_pass.iterations": 2,
  "clk_pin_slew_worst_paths_ns": 0.06,
  "most-common-layout-cells": "dlygate4sd2_1 (15), mux2_2 (14), dfrtp_1 (14)",
  "clk-insertion-delay-late_ns": 0.24,
  "postSynthRegisterBits": 14,
  "dr.first_iter.drc_count": 16,
  "route.antenna.diode_count": 0,
  "synth-cells-yosys": 50,
  "vias_per_cell": 3.24,
  "dpl.hpwl_um": 1670,
  "worst-path-max-fanout": 2,
  "syn_to_final_growth_pct": 87.8,
  "die_area_sq_um": 10200,
  "finalMaxSlewViolations": 0,
  "finalWorstPathRequiredPeriod_ns": 1.36,
  "pin_count_of_the_biggest_net_entering_global_routing": 10,
  "clock_sinks": 14,
  "crit_required_ns": 1.20,
  "synth_area_leader_cell": "dfrtp_1",
  "die_w_um": 101,
  "hold_viol_final": 0,
  "fin_skew_ns": 0,
  "post-route-worst-setup-slack_ns": 0.142,
  "pre_cts_slack_ns": -0.422,
  "kind_of_critical_path": "reg -> out",
  "gpl.final_weighted_congestion": 0.730,
  "grt_pass1_vias": 688,
  "fmax_mhz": 736,
  "first_pass_grt_wire_length_um": 3650,
  "holdWs_ns": 0.0840,
  "grt_antenna_before_repair": 0,
  "holdCritPathClass": "in -> async",
  "cts_root_buf": "clkbuf_8",
  "nFillCells": 678,
  "inserted_clock_buffers": 3,
  "peakVddDrop_mv": 0.291,
  "layout-drive-gt1-share_pct": 47.9
}
==> flip-flops by register name, indices dropped and copies added, names as in the netlist <==
name / count
ram_bank: 4
rom_bank: 9
ena: 1
==> synth_stat cells <==
| cell | count |
|---|---|
| and2_1 | 4 |
| and3_1 | 5 |
| and3_2 | 4 |
| and4bb_2 | 1 |
| clkbuf_1 | 1 |
| clkbuf_2 | 1 |
| dfrtp_1 | 14 |
| mux2_2 | 14 |
| nand2_1 | 1 |
| nor2_1 | 1 |
| nor4_1 | 1 |
| nor4b_4 | 2 |
| nor4bb_1 | 1 |
==> power by group <==
part           internal (mW)  switching [mW]
sequential             0.457          0.0372
combinational          0.206          0.0823
clock                  0.232           0.133
total                  0.895           0.252
==> worst paths after layout <==
check | startpoint | end | depth (start not counted)
max in group asynchronous | nrst | rom_bank[8] | 3
min | nrst | ena | 3
min in group clk0 | rom_bank[0] | rom_bank[0] | 1
max | rom_bank[1] | ra[15] | 2
max reg2reg | rom_bank[2] | rom_bank[2] | 2
min reg2reg | rom_bank[0] | rom_bank[0] | 1
==> through the flow <==
stage / power [mW] / utilization (%) / instance area (sq um) / TNS [ns] / instances
3_5_place_dp: 0.766 / 17.8 / 1130 / -9.85 / 160
6_report: 1.15 / 20.3 / 1290 / 0 / 171
4_1_cts: 1.17 / 20.2 / 1280 / 0 / 171
3_3_place_gp: 0.760 / 17.8 / 1130 / -9.79 / 160
2_1_floorplan: 0.591 / - / 687 / 0 / 50
5_1_grt: 1.22 / 20.3 / 1290 / 0 / 171
==> timing repair <==
| action | 4_1_cts | 5_1_grt |
|---|---|---|
| endpoints found under the hold margin | 1 | 0 |
| gates resized | 35 | 2 |
| hold buffers | 1 | 0 |
| setup buffers | 4 | 0 |
| cloned | 2 | 0 |
| pin swaps | 10 | 0 |
| setup endpoints to repair | 26 | 13 |
==> cell type report <==
cell class | instances | area [sq um] | area share (%)
Clock buffer | 4 | 55.1 | 4.27
Multi-Input combinational cell | 34 | 350 | 27.2
Sequential cell | 14 | 350 | 27.2
Tap cell | 77 | 96.3 | 7.47
Timing Repair Buffer | 42 | 438 | 33.9
==> critical path: stages, from the launching register on <==
cell and delay, ns:
dfrtp_1 0.37, and3_2 0.21, dlygate4sd2_1 0.24
==> metal layers <==
layer | global-route usage, % | vias to the layer above | routed length (um)
met5 | 0 | - | 0
met4 | 1.18 | 0 | 42
met3 | 0.832 | 2 | 106
met2 | 8.16 | 12 | 1210
met1 | 5.14 | 267 | 846
li1 | - | 273 | -
==> logic make-up (layout without fill, tap and decap cells) <==
| logic type | Yosys count | count (layout) | synth area share [%] |
|---|---|---|---|
| buf+inv | 2 | 46 | 1.27 |
| simple gates | 20 | 20 | 24.8 |
| mux | 14 | 14 | 23.0 |
| flops | 14 | 14 | 51.0 |
Power figures rest on the tool's default switching activity, not on a simulated workload.
